--- ./run.sh ---
#!/bin/bash
# OpenROAD 26Q1-2900-gdf79404cd8, Yosys 0.63+post, stock flow scripts
make -C /OpenROAD-flow-scripts/flow DESIGN_CONFIG=/design/flow/config.mk WORK_HOME=/design/flow/orfs finish
--- ./constraint.sdc ---
current_design eSPI_Slave

set clk_period 1.4
set clk_io_pct 0.2

create_clock -name clk0 -period $clk_period [get_ports {sclk}]

set non_clock_inputs [all_inputs -no_clocks]
set_input_delay [expr $clk_period * $clk_io_pct] -clock clk0 $non_clock_inputs
set_output_delay [expr $clk_period * $clk_io_pct] -clock clk0 [all_outputs]
--- ./design.v ---
`timescale 1ns/1ps
module eSPI_Slave (
        input  logic sclk,
        input  logic cs_n,
        input  logic reset_n,
        inout  wire io0
    );
    typedef enum logic [1:0] {
                SLAVE_IDLE,
                SLAVE_RECEIVE_CMD,
                SLAVE_RESPOND
            } slave_state_t;
    slave_state_t state;
    logic [7:0] cmd_reg;
    logic [7:0] resp_data;
    logic [2:0] bit_counter;
    logic drive_bus;
    assign io0 = (drive_bus) ? resp_data[7-bit_counter] : 1'bz;
    always_ff @(posedge sclk or negedge reset_n or posedge cs_n)
    begin
        if(!reset_n)
        begin
            state <= SLAVE_IDLE;
            drive_bus <= 0;
            bit_counter <= 0;
            resp_data <= 8'hAB;
        end
        else if(cs_n)
        begin
            state <= SLAVE_IDLE;
            drive_bus <= 0;
            bit_counter <= 0;
            resp_data <= 8'hAB;
        end
        else
        begin
            case(state)
                SLAVE_IDLE:
                begin
                    bit_counter <= 0;
                    state <= SLAVE_RECEIVE_CMD;
                end
                SLAVE_RECEIVE_CMD:
                begin
                    cmd_reg[7-bit_counter] <= io0;
                    if(bit_counter == 7)
                    begin
                        bit_counter <= 0;
                        state <= SLAVE_RESPOND;
                        drive_bus <= 1;
                    end
                    else
                    begin
                        bit_counter <= bit_counter + 1;
                    end
                end
                SLAVE_RESPOND:
                begin
                    if(bit_counter == 7)
                    begin
                        drive_bus <= 0;
                        state <= SLAVE_IDLE;
                    end
                    else
                    begin
                        bit_counter <= bit_counter + 1;
                    end
                end
            endcase
        end
    end
endmodule
--- ./config.mk ---
export PLATFORM = sky130hd
export DESIGN_NAME = eSPI_Slave
export DESIGN_NICKNAME = eSPI_Slave
export VERILOG_FILES = /design/flow/design.v
export SDC_FILE = /design/flow/constraint.sdc
export NUM_CORES = 4
export LEC_CHECK = 1
export CORE_AREA = 10 10 70 70
export DIE_AREA = 0 0 80 80
==> flow_summary.ini <==
; synthesis and place-and-route metrics
[run_status]
outcome = complete, but fails checks
violations = negative setup slack

[placed_design]
io_buffers = 2
routabilityCongestion = 0.738
hpwl_um = 514
dpl_cell_area_um2 = 458
post-place-ws_ns = 0.0636

[power_and_ir_drop]
seq_power_share_pct = 48.7
total_power_w = 0.000358
p_comb_share_pct = 3.2
switchingPower_w = 0.0000682
clkPwrFrac_pct = 48.2
intPower_w = 0.000289
swShare_pct = 19.1
ir_drop_v = 0.000242
p_per_area_mw_per_mm2 = 657
p_leak_nw = 0.230

[die]
dieArea_mm2 = 0.00640
die_height_um = 80
initCoreUtil_pct = 10.5
dieWidth_um = 80
rows = 21
core_mm2 = 0.00342
ioPinCount = 4

[synth]
syn_area_um2 = 358
edf_count = 0
area_leaders = dfrtp_1 35%, ha_1 17%, dfstp_2 7.3%, a22oi_1 4.2%, inv_1 4.2%
top_area_cell = dfrtp_1
yosys.cell_types.count = 19
synthArstFlopShare_pct = 100
postSynthAreaPerCell_um2 = 11.2
yosys_area_um2 = 358
synthFlopType = dfrtp_1
ys.flops = 6
ys_warn_count = 2
synth_top_area_share_pct = 35.0
yosys_cells = 32
synthCells = 32
ys_seq_share_pct = 42.3

[clocking]
clkTransAtPathRegs_ns = 0.05
clockRootBuffer = clkbuf_4
clkSinkCount = 6
h-tree-depth = 1
cts_hold_buf = 0
cts_tree = done
cts_made_buffers = 3
clkLatencyLatePin_ns = 0.25
cts_max_path_buffers = 2

[setup_path]
crit_arrival_ns = 1.13
critPathLaunchType = flip-flop
cp-end-kind = primary output
worstPathRequired_ns = 1.12
worstPathMaxFanout = 3
path_class = flip-flop to primary output

[global_routing]
grt_usage_pct = 2.44
grt_pass1_vias = 295
antenna_found_initial = 0
overflow = 0
grt_max_degree = 10
grt_pass1_wl_um = 1230

[final_timing]
fmax_mhz = 711
rsz0062_at_grt = true
worst-slew-pin-transition_ns = 0.244
fin_ws_ns = -0.00633
final_max_slew_viol_count = 0
period_used_pct = 100
fin_skew_ns = 0.0142
setup-violations-final = 1
relSlewSlack_pct = 83.7
fin_crit_ns = 1.41
hold_viol_final = 0

[drt]
vias = 295
route.detailed.drc = 0
dr.pass1.iters = 4
wire_per_inst_um = 8.15
drt_iter0_drc = 2
wirelength_um = 725
via_per_inst = 3.31
drtAntennaViolNets = 0
antenna_cells_inserted = 0

[final_layout]
final_area_um2 = 544
flop_area_um2 = 151
area_growth_syn_to_layout_pct = 52.1
combGateArea_um2 = 224
drive_gt1_share_pct = 37.2
fillerInstances = 391

[worst_hold_path]
hold_path_class = primary input to async pin

[job]
cap_violations = 0
warnings = 30
[cell usage after synthesis, types with 2 or more instances]
master,n
dfrtp_1,5
ha_1,5
inv_1,4
a21oi_1,2
a22oi_1,2
[per-stage QoR]
stage / utilization, % / setup TNS, ns / std cells / hold WS [ns]
after floorplan: - / 0 / 32 / 0.195
after global placement: 13.4 / 0 / 83 / 0.545
after detailed placement: 13.4 / 0 / 83 / 0.563
after CTS: 15.6 / -0.00468 / 88 / 0.352
after global routing: 15.9 / -0.0830 / 89 / 0.373
final: 15.9 / -0.00633 / 89 / 0.349
[repair_timing]
item,in CTS,in global routing
hold endpoints to repair,0,0
setup endpoints to repair,1,4
buffers inserted,1,1
pin swaps,2,2
gates resized,11,1
gates cloned,0,0
[final cells by class]
cell class / count / area share, %
inverters: 4 / 3.68
clock buffers: 4 / 4.83
repair buffers: 7 / 12.0
multi-input cells: 22 / 41.1
flip-flops and latches: 6 / 27.8
well taps: 46 / 10.6
[cells in the final DEF (no fill, tap or decap), types with 2 or more instances in the layout]
cell type,Yosys,layout
inv_1,4,2
ha_1,5,2
buf_6,0,2
dfrtp_1,5,5
a22oi_1,2,2
clkbuf_4,0,3
ha_4,0,2
a21oi_1,2,2
clkdlybuf4s50_1,0,2
buf_4,0,3
[worst max-delay path, cell delays in order (launching register included)]
cell and delay (ns):
dfrtp_1 0.36, buf_6 0.13, inv_6 0.04, ha_4 0.14
nor3_2 0.16, a21oi_1 0.04
[kinds of logic (layout without fill, tap and decap cells)]
| logic type | after synthesis | count (layout) | synth area share (%) |
|---|---|---|---|
| AOI/OAI and AO/OA | 8 | 8 | 16.8 |
| and+or+nand+nor | 7 | 7 | 13.3 |
| DFF | 6 | 6 | 42.3 |
| adders and majority gates | 5 | 5 | 17.5 |
| buffers and inverters | 4 | 15 | 4.19 |
| muxes | 2 | 2 | 5.94 |
[power by group through the flow]
stage                 combinational [W]  sequential, W  clock (W)
final                         0.0000113       0.000174   0.000172
after global routing          0.0000122       0.000174   0.000190
after CTS                     0.0000115       0.000174   0.000176
[per-layer routing]
metal	part of all wire [%]	up-vias	GRT usage (%)	routed length [um]
met1	49	147	2.88	358
met4	0.97	0	0.352	7
met5	0	-	0	0
met2	41	6	3.45	294
met3	9.0	2	1.93	65
li1	-	140	-	-
[path summary, 6_finish.rpt]
path                       slack, ns                          to                        from  cells after the start
max                           -0.006                         io0  bit_counter[0]$_DFFE_PP0P_                      5
min                             0.35  bit_counter[2]$_DFFE_PP0P_                        cs_n                      3
max reg2reg                     0.09  bit_counter[0]$_DFFE_PP0P_  bit_counter[0]$_DFFE_PP0P_                      4
min reg2reg                     0.57          state[2]$_DFF_PP0_          state[0]$_DFF_PP1_                      1
max in group asynchronous       0.77          state[0]$_DFF_PP1_                     reset_n                      3
min in group clk0               0.57          state[2]$_DFF_PP0_          state[0]$_DFF_PP1_                      1
