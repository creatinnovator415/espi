$ cat config.mk
export PLATFORM = sky130hd
export DESIGN_NAME = eSPI_Master
export DESIGN_NICKNAME = eSPI_Master
export VERILOG_FILES = /design/flow/design.v
export SDC_FILE = /design/flow/constraint.sdc
export NUM_CORES = 4
export LEC_CHECK = 1
export CORE_UTILIZATION = 30
$ cat constraint.sdc
current_design eSPI_Master

set clk_period 2.2
set clk_io_pct 0.2

create_clock -name clk0 -period $clk_period [get_ports {clk}]

set non_clock_inputs [all_inputs -no_clocks]
set_input_delay [expr $clk_period * $clk_io_pct] -clock clk0 $non_clock_inputs
set_output_delay [expr $clk_period * $clk_io_pct] -clock clk0 [all_outputs]
$ cat design.v
`timescale 1ns/1ps  
module eSPI_Master #(  
    parameter DATA_WIDTH = 8,  
    parameter CLK_DIVISOR = 4  
  ) (  
    input  logic clk,  
    input  logic reset_n,  
    input  logic start_transaction,  
    input  logic [7:0] command,  
    input  logic [DATA_WIDTH-1:0] write_data,  
    output logic [DATA_WIDTH-1:0] read_data,  
    output logic transaction_done,  
    output logic sclk,  
    output logic cs_n,  
    inout  wire io0  
  );  
  typedef enum logic [1:0] {  
            IDLE,  
            COMMAND_PHASE,  
            TAR_PHASE,  
            RESPONSE_PHASE  
          } state_t;  
  state_t current_state, next_state;  
  logic [7:0] command_reg;  
  logic [DATA_WIDTH-1:0] read_data_reg;  
  logic [DATA_WIDTH-1:0] write_data_reg;  
  logic [$clog2(DATA_WIDTH)-1:0] bit_counter;  
  logic clk_enable;  
  logic [$clog2(CLK_DIVISOR)-1:0] clk_div_counter;  
  logic sclk_d;  
  logic sclk_negedge;  
  logic io0_o;  
  logic io0_t;  
  assign io0 = (io0_t) ? 1'bz : io0_o;  
  always_ff @(posedge clk or negedge reset_n)  
  begin  
    if (!reset_n)  
    begin  
      clk_div_counter <= 0;  
      sclk <= 0;  
    end  
    else if (clk_enable)  
    begin  
      if (clk_div_counter == CLK_DIVISOR-1)  
      begin  
        clk_div_counter <= 0;  
        sclk <= ~sclk;  
      end  
      else  
      begin  
        clk_div_counter <= clk_div_counter + 1;  
      end  
    end  
    else  
    begin  
      clk_div_counter <= 0;  
      sclk <= 0;  
    end  
  end  
  always_ff @(posedge clk or negedge reset_n)  
  begin  
    if (!reset_n)  
    begin  
      sclk_d <= 1'b0;  
    end  
    else  
    begin  
      sclk_d <= sclk;  
    end  
  end  
  assign sclk_negedge = sclk_d & ~sclk;  
  always_ff @(posedge clk or negedge reset_n)  
  begin  
    if (!reset_n)  
    begin  
      current_state    <= IDLE;  
      bit_counter      <= 0;  
      cs_n             <= 1;  
      io0_t            <= 1;  
      read_data_reg    <= 0;  
      transaction_done <= 0;  
    end  
    else  
    begin  
      current_state    <= next_state;  
      transaction_done <= 0;  
      case (current_state)  
        IDLE:  
        begin  
          if (start_transaction)  
          begin  
            command_reg    <= command;  
            write_data_reg <= write_data;  
            cs_n           <= 0;  
            io0_t          <= 0;  
            bit_counter    <= 0;  
          end  
        end  
        COMMAND_PHASE:  
        begin  
          if (sclk_negedge)  
          begin  
            io0_o <= command_reg[7-bit_counter];  
            if (bit_counter == 7)  
            begin  
              io0_t <= 1;  
            end  
            else  
            begin  
              bit_counter <= bit_counter + 1;  
            end  
          end  
        end  
        TAR_PHASE:  
        begin  
          bit_counter <= 0;  
        end  
        RESPONSE_PHASE:  
        begin  
          if (sclk_negedge)  
          begin  
            read_data_reg[DATA_WIDTH-1-bit_counter] <= io0;  
            if (bit_counter == DATA_WIDTH-1)  
            begin  
              cs_n             <= 1;  
              transaction_done <= 1;  
            end  
            else  
            begin  
              bit_counter <= bit_counter + 1;  
            end  
          end  
        end  
      endcase  
    end  
  end  
  always_comb  
  begin  
    next_state = current_state;  
    clk_enable = (current_state != IDLE);  
    read_data  = read_data_reg;  
    case (current_state)  
      IDLE:  
      begin  
        if (start_transaction)  
          next_state = COMMAND_PHASE;  
      end  
      COMMAND_PHASE:  
      begin  
        if (sclk_negedge && bit_counter == 7)  
          next_state = TAR_PHASE;  
      end  
      TAR_PHASE:  
      begin  
        next_state = RESPONSE_PHASE;  
      end  
      RESPONSE_PHASE:  
      begin  
        if (sclk_negedge && bit_counter == DATA_WIDTH-1)  
          next_state = IDLE;  
      end  
    endcase  
  end  
endmodule  
$ cat run.sh
#!/bin/bash
# OpenROAD 26Q1-2900-gdf79404cd8, Yosys 0.63+post, stock flow scripts
make -C /OpenROAD-flow-scripts/flow DESIGN_CONFIG=/design/flow/config.mk WORK_HOME=/design/flow/orfs finish
==> run summary <==
Physical implementation status

By area the synthesized netlist is led by dfrtp_1, edfxtp_1, ha_1. The number of setup buffers added after CTS is 0. The post-placement cell area stands at 1630 um2. The most used flip-flop cell after synthesis is dfrtp_1. Sequential elements use 55.59% of the synthesized area. At the floorplan stage, the core utilization is reported as 32.43%. The post-synthesis instance area stands at 1344 um2.

The number of cells after detailed placement stands at 175. The floorplan report gives the top-level pin count as 31. By instance count, the leading cell after synthesis is dfrtp_1.

The mean cell area of the mapped netlist stands at 13.05 um2. The tally of buffers added on design ports stands at 21. The die is 68.93 um wide.

The number of flip-flops and latches in the synthesized netlist stands at 28. The clock sink count stands at 28. The number of cells in the yosys synthesis report stands at 103. The first error in the log reads "[error] [KeplerFormal.cpp:679] Workflow failed: Iso has multiple drivers: .io00, io0$_DFFE_PP_.Q0". The half-perimeter wire length of the detailed placement result stands at 1.800 mm. The total of hold buffers inserted after clock tree synthesis stands at 0. The fraction of synthesized cell area taken by the top area cell type stands at 33.52%.

The tree is rooted in a clkbuf_8. The total number of H-tree levels stands at 1. The count of flip-flops with a built-in enable after synthesis stands at 9. The yosys synthesis warning count stands at 2. After synthesis, the chip area reported by Yosys is 1344 um2. In this run the core area contains 23 standard-cell rows.

The number of clock buffers inserted by TritonCTS stands at 3. Per the OpenROAD floorplan log, the height of the die is 68.93 um. The run stopped with a tool error. The unique cell type count in the Yosys netlist stands at 43. The fraction of registers with async set/reset stands at 67.86%. For reference, the top cells by count after synthesis are dfrtp_1, edfxtp_1, ha_1, inv_1, nand2_1. The final weighted congestion in routability-driven placement stands at 0.8365. Per the CTS log, the buffer count on the longest clock path is 2. The synthesized design spends more area on one cell type than any other, namely dfrtp_1. The flow halted during clock tree synthesis.

Post-CTS repair changed the size of 0 cells. Per the post-place timing report, worst setup slack is 221.0 ps. The number of cells produced by synthesis stands at 103.
## per-stage QoR
| step | util, % | hold slack [ps] |
|---|---|---|
| 3_3_place_gp | 39.34 | 426.4 |
| 2_1_floorplan | - | 144.4 |
| 3_5_place_dp | 39.34 | 438.3 |
## cell families after synthesis
kind of cell,share of synthesized area (%)
compound gates,10.06
mux,7.355
buf+inv,2.327
fa+ha+maj,7.449
simple gates,16.57
xor+xnor,0.6519
flops,55.59
